[config.mk]
export PLATFORM = sky130hd
export DESIGN_NAME = ALU
export DESIGN_NICKNAME = ALU
export VERILOG_FILES = /design/flow/design.v
export SDC_FILE = /design/flow/constraint.sdc
export NUM_CORES = 4
export LEC_CHECK = 1
export CORE_UTILIZATION = 50
[constraint.sdc]
current_design ALU

set clk_period 252.9
set clk_io_pct 0.2

create_clock -name clk0 -period $clk_period

set non_clock_inputs [all_inputs -no_clocks]
set_input_delay [expr $clk_period * $clk_io_pct] -clock clk0 $non_clock_inputs
set_output_delay [expr $clk_period * $clk_io_pct] -clock clk0 [all_outputs]
[design.v]
`timescale 1ns / 1ps
module ALU(
    input [31:0] inA,
    input [31:0] inB,
    input [3:0] op,
    input [4:0] shift,
    output [31:0] result,
    output aluZero
    );
assign result=(op==4'b0000) ? inA + inB :
              (op==4'b0001) ? inA - inB :
              (op==4'b0010) ? inA & inB :
              (op==4'b0011) ? inA | inB :
              (op==4'b0100) ? inA ^ inB :
              (op==4'b0101) ? ~(inA | inB) :
              (op==4'b0110) ? inB << shift :
              (op==4'b0111) ? inB >> shift :
              (op==4'b1000) ? $signed(inB) >>> shift :
              (op==4'b1001) ? inB << 16 :
              (op==4'b1010) ? {31'b0,inA < inB} : 
              (op==4'b1011) ? {31'b0,inA > inB} : 
              (op==4'b1100) ? (inA * inB) :
              (op==4'b1101) ? (inA / inB) :
              32'b0;
assign aluZero = (result == 0) ? 1 : 0;
endmodule
[run.sh]
#!/bin/bash
# OpenROAD 26Q1-2900-gdf79404cd8, Yosys 0.63+post, stock flow scripts
make -C /OpenROAD-flow-scripts/flow DESIGN_CONFIG=/design/flow/config.mk WORK_HOME=/design/flow/orfs finish
==> flow_metrics.py <==
# Synthesis and PnR figures
metrics = {
    "drt": {
        "firstDrtPassIters": 9,
        "post_drt_via_cell_ratio": 6.735,
        "wl_per_cell_um": 30.08,
        "drt_drc_violations_left": 0,
        "drt_wl_total_um": 271500,
        "vias": 60801,
        "ant_nets": 0,
        "drt_iter0_drc": 6304,
    },
    "worst_setup_path": {
        "worstPathArrival_ns": 135.35,
        "max_stage_delay_ns": 1.05,
        "crit_required_ns": 202.32,
        "slowest_stage": "a2111oi_0",
        "worst-path-max-fanout": 42,
        "start_kind": "input pin",
        "critPathMostFrequentCell": "ha_1",
        "path_class": "in2out",
        "worstSetupEndpointType": "output port",
    },
    "global_routing": {
        "grt_max_degree": 63,
        "grt_pass1_vias": 57905,
        "antenna_found_initial": 24,
        "grt_pass1_wl_um": 392500,
        "grt_overflow": 0,
        "track_usage_pct": 49.62,
    },
    "final_timing": {
        "maxSlewHeadroom_pct": 5.304,
        "hold_viol": 0,
        "hold-worst-slack_ns": 102.41,
        "timing.final.ws_setup_ns": 66.97,
        "grt_setup_unrepaired": "no",
        "worst_pin_slew_ns": 1.406,
        "fin_crit_sh_pct": 73.52,
        "setup_tns_ns": 0,
        "finalMaxSlewViolations": 0,
        "period_minus_slack_ns": 185.93,
        "setup-violations-final": 0,
        "fmax_mhz": 5.379,
    },
    "synthesis": {
        "xor_area_share_pct": 7.055,
        "synthCells": 7648,
        "ys_sh_simple_pct": 21.03,
        "ys_seq_share_pct": 0,
        "mux_share_pct": 5.791,
        "ys_types": 100,
        "synth_area_um2": 54750,
        "synth_warnings": 0,
        "ys_area_um2": 54750,
        "synth-adder-area-share_pct": 32.13,
        "ys_top_logic_family": "adder cells",
        "syn_area_per_cell_um2": 7.158,
        "ys_cells": 7648,
        "synthAoiAreaFrac_pct": 26.46,
    },
    "layout": {
        "nClkBuffers": 0,
        "syn_to_final_growth_pct": 5.664,
        "flop_area_um2": 0,
        "drive_above_1_share_pct": 7.011,
        "seq_cells": 0,
    },
    "min_path": {
        "hold_path_depth": 6,
        "hp-start": "op[0]",
        "holdCritPathClass": "in2out",
        "hold_path_end": "result[2]",
    },
    "floorplanning": {
        "die.size.y_um": 332.9,
        "rows": 121,
        "io_pins": 106,
        "core_um2": 108700,
        "fp-utilization_pct": 50.36,
        "die_area_um2": 110800,
        "die_x_um": 332.9,
    },
    "clocking": {
        "cts-hold-fix-buffers": 0,
        "post_cts_buffers": 0,
        "cts_resized": 0,
    },
    "power": {
        "p_leak_nw": 27.21,
        "ir_drop_mv": 0.03921,
        "powerDensity_nw_per_um2": 12.14,
        "p_switching_uw": 425.4,
        "internal_power_uw": 276.6,
        "p_sw_share_pct": 60.60,
    },
    "place": {
        "dp_hpwl_um": 212200,
        "gp_congestion": 1.134,
        "portBuffers": 106,
        "pre_cts_slack_ns": 69.66,
    },
    "run_status": {
        "status": "finished, final reports clean",
    },
    "job": {
        "max_cap_violations": 0,
        "tool_warnings": 100,
    },
}
how the worst max path moves through the flow:
stage	start	to	slack (ns)
CTS	inB[22]	aluZero	69.41
finish	inB[22]	aluZero	66.97
global route	inB[23]	aluZero	62.64
Yosys cell counts (50+ instances only):
cell type,count,area [µm²]
a211oi_1,97,728.2
a21o_1,193,1449
a21oi_1,539,2698
a31oi_1,110,688.2
and3_1,59,369.1
buf_1,50,187.7
clkbuf_1,304,1141
fa_1,410,8208
ha_1,750,9384
inv_1,694,2605
mux2_2,74,833.3
mux2i_1,106,1061
mux4_2,56,1261
nand2_1,924,3468
nand2b_1,83,519.3
nand3_1,148,740.7
nand4_1,64,400.4
nor2_1,781,2932
nor2b_1,51,319.1
nor3_1,154,770.7
o211ai_1,102,765.7
o21a_1,127,953.4
o21ai_0,398,1992
o21bai_1,50,375.4
o31ai_1,58,435.4
or2_2,50,312.8
or3_1,70,437.9
xnor2_1,288,2522
xor2_1,153,1340
power groups by stage:
stage	combinational [mW]	clock (mW)	sequential [mW]
CTS	0.683	0	0
global route	0.765	0.0000000141	0
area by class of cell:
| type | count | area [µm²] |
|---|---|---|
| antenna | 11 | 27.53 |
| inverter | 708 | 2658 |
| fill | 10447 | 50860 |
| tap | 1414 | 1769 |
| multi-input combinational | 6562 | 50700 |
| timing repair buffer | 332 | 2688 |
through the flow:
stage | instance area, µm² | util (%) | total power [mW] | instances
after floorplan | 54750 | - | 0.4769 | 7648
after global placement | 57800 | 53.18 | 0.6770 | 9015
after detailed placement | 57820 | 53.19 | 0.6762 | 9016
after CTS | 57820 | 53.19 | 0.6826 | 9016
after global routing | 57820 | 53.19 | 0.7650 | 9017
final | 57850 | 53.21 | 0.7020 | 9027
logic make-up (layout without fill, tap and decap cells):
| kind of cell | Yosys count | count (layout) |
|---|---|---|
| other | 0 | 11 |
| muxes | 237 | 237 |
| xor gates and xnor gates | 441 | 441 |
| adders and majority gates | 1160 | 1160 |
| AOI/OAI and AO/OA | 2173 | 2173 |
| buffers and inverters | 1086 | 1040 |
| and+or+nand+nor | 2551 | 2551 |
critical path, delay by kind of cell:
kind | cells | cell delay, ns
compound gates | 148 | 44.95
simple gates | 75 | 20.62
fa+ha+maj | 31 | 10.56
buf+inv | 26 | 6.90
mux | 4 | 1.50
layout by cell type, fill, tap and decap left out, types with 56 or more instances in the layout:
| cell | instances |
|---|---|
| inv_1 | 682 |
| nor2_1 | 779 |
| mux2i_1 | 106 |
| buf_4 | 228 |
| mux2_2 | 74 |
| a21oi_1 | 536 |
| clkdlybuf4s50_1 | 91 |
| a211oi_1 | 96 |
| mux4_2 | 56 |
| nand2_1 | 924 |
| nor3_1 | 154 |
| or3_1 | 70 |
| xor2_1 | 153 |
| xnor2_1 | 288 |
| o21ai_0 | 394 |
| nand3_1 | 148 |
| a21o_1 | 193 |
| o211ai_1 | 102 |
| ha_1 | 750 |
| nand2b_1 | 83 |
| o31ai_1 | 58 |
| and3_1 | 59 |
| fa_1 | 410 |
| nand4_1 | 64 |
| a31oi_1 | 110 |
| o21a_1 | 127 |
layer usage:
layer	part of all wire, %	GRT usage, %
met1	38	64.19
met2	40	68.36
met3	16	24.56
met4	6.7	25.22
met5	0.058	0.8684
Power is estimated from default activity; no workload was simulated.
