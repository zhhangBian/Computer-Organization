### /design/flow/run.sh
#!/bin/bash
# OpenROAD 26Q1-2900-gdf79404cd8, Yosys 0.63+post, stock flow scripts
make -C /OpenROAD-flow-scripts/flow DESIGN_CONFIG=/design/flow/config.mk WORK_HOME=/design/flow/orfs finish
### /design/flow/config.mk
export PLATFORM = sky130hd
export DESIGN_NAME = TC
export DESIGN_NICKNAME = TC
export VERILOG_FILES = /design/flow/design.v
export SDC_FILE = /design/flow/constraint.sdc
export NUM_CORES = 4
export LEC_CHECK = 1
export CORE_UTILIZATION = 50
### /design/flow/constraint.sdc
current_design TC

set clk_period 7.8
set clk_io_pct 0.2

create_clock -name clk0 -period $clk_period [get_ports {clk}]

set non_clock_inputs [all_inputs -no_clocks]
set_input_delay [expr $clk_period * $clk_io_pct] -clock clk0 $non_clock_inputs
set_output_delay [expr $clk_period * $clk_io_pct] -clock clk0 [all_outputs]
### /design/flow/design.v
`timescale 1ns / 1ps
module TC(
    input clk,
    input reset,
    input [31:2] address,
    input WE,
    input [31:0] dataIn,
    output [31:0] dataOut,
    output IRQ
    );
reg [31:0] mem [2:0];
reg [1:0] state;
reg if_int;
assign IRQ = mem[0][3] & if_int;
assign dataOut = mem[address[3:2]];
wire [31:0] data_load = (address[3:2]==0) ? {28'h0, dataIn[3:0]} : dataIn;
integer i;
always @(posedge clk) begin
  if(reset) begin
    state<=2'b00;
    if_int<=0;
    for(i=0;i<3;i=i+1) mem[i]<=0;
  end 
  else if(WE) begin
    mem[address[3:2]]<=data_load;
  end
  else begin
    if(state==2'b00) begin
      if(mem[0][0]) begin
        state<=2'b01;
        if_int<=1'b0;
      end
    end
    else if(state==2'b01) begin
      mem[2]<=mem[1];
      state<=2'b10;
    end
    else if(state==2'b10) begin
      if(mem[0][0]) begin
        if(mem[2]>1) 
          mem[2]<=mem[2]-1;
        else begin
          mem[2]<=0;
          state<=2'b11;
          if_int<=1;
        end
      end
      else begin
        state<=2'b00;
      end
    end
    else begin
      if(mem[0][2:1] == 2'b00)
        mem[0][0]<=0;
      else
        if_int<=0;
      state<=2'b00;
    end
  end
end
endmodule
==> run summary <==
run metrics: status=finished, final reports clean, synthesized flop and latch total=133, Log Warnings=55, clk slew on worst S/H paths=0.05 ns, H-tree depth=4, critical path's top delay family=buffers and inverters, R2R Path End=mem[1][2]$_SDFFCE_PN0P_, Slew @ Worst Pin=0.801 ns, Worst-Skew Late Latency=0.42 ns, Worst Hold Class=flip-flop to flip-flop, MI comb area=2770 sq um, CTS buffer count=17, cells on worst reg2reg path=6, RSZ-0062 raised after global routing=no, grt ovf=0, Buf/Inv on CP=3, PD cells=209 nW/um^2, Yosys top cell by area=edfxtp_1, syn_area_per_cell=12.3 sq um, max cap viols=0, fillers=1048, width of the die=119 um, count leader, synth=edfxtp_1, IO Pins=98, Tmin final=4.87 ns, Synth Instances=555, CP max-delay cell=mux4_2, Final Power=0.00174 W, Worst setup EP type=primary output, dominant register cell=edfxtp_1, via count=4946, gr usage total=29.1%, 1st-pass router iterations=5, post-route ant nets=0, Via-to-Cell Ratio=5.92, CTS resizes=0, Slowest Stage Delay on Critical Path=0.63 ns, global placer's final weighted congestion=0.896, detailed-route wire length per cell=21.1 um, register area=3940 sq um, ys async rst share=0%, vias in the first global route=5182, YS chip area=6800 sq um, # setup viols final=0, Slew Viols, Final=0, Synth warnings=1, initial antenna violation count=0, CP required=6.24 ns, Min-Delay Startpoint=state[3]$_DFF_P_, Hold Crit Depth=2, Leakage Power=3.01 nW, final wirelength=17.6 mm, initial core utilization=51.4%, cell row count=42, Top cells by area=edfxtp_1 57%, mux4_2 11%, nor2_1 5.9%, # clock sinks=133, Synth top cells by count=128 x edfxtp_1, 107 x nor2_1, 42 x a21oi_1, Post CTS Setup Buffer Count=0, layout cell share with drive strength beyond 1=13.4%, Unique cell types=61, Max Fclk=0.206 GHz, TritonCTS clock tree=built, Root Buffer=clkbuf_16, worst hold endpoint=state[3]$_DFF_P_, Die Span Y=119 um, hpwl dp=10.8 mm, Worst R2R Setup Slack=4.48 ns, initial DRC count=385, P&R area growth vs syn=22.1%, post-synthesis instance area=6800 sq um, setup TNS=0 ns, RR Startpoint=mem[2][6]$_SDFFCE_PN0P_, VDD IR max=0.153 mV, flip-flops with a built-in enable=128, post-synthesis sequential area ratio=58.0%, largest net degree at the start of global routing=39, DR DRC count=0, final hold vios=0, Worst Setup SP=address[2], Period Utilization, post-route=62.4%, global-route wire length before repair=27.9 mm, Area leader share=56.5%, Worst Path Arrival=3.31 ns, number of port buffers=69, crit path kind=input port to primary output, core area=13200 sq um, Clock Path Buffers=2, worst-path fanout max=37, hold bufs inserted after CTS=0, crit start category=input port, n_diodes=0, chip area=14100 sq um, slew margin rel.=46.4%, ys cells=555, clock skew=0.00422 ns, Critical Path, Cell by Cell=buf_2 > buf_4 > mux4_2 > clkdlybuf4s50_1
[cell families (layout without fill, tap and decap cells)]
family,count (synthesis),count (layout),share of synthesized area (%)
AND-OR/OR-AND,93,93,9.13
XOR/XNOR,23,23,2.96
adder cells (fa/ha/maj),2,2,0.368
buffers and inverters,54,131,3.16
flip-flops,133,133,58.0
multiplexers,32,32,10.6
other,1,28,0.0551
AND/OR/NAND/NOR,217,217,15.7
[metrics by stage]
| stage | instances | worst slack (ns) | hold WS [ns] | util (%) | area [sq um] |
|---|---|---|---|---|---|
| after floorplan | 582 | 3.23 | 0.442 | - | 6900 |
| after global placement | 804 | 2.90 | 0.451 | 58.9 | 7790 |
| after global routing | 835 | 2.81 | 0.528 | 62.7 | 8300 |
| after CTS | 835 | 2.89 | 0.468 | 62.7 | 8300 |
| after detailed placement | 804 | 2.88 | 0.461 | 58.9 | 7790 |
| final | 835 | 2.93 | 0.467 | 62.7 | 8300 |
[power breakdown]
group | internal, W | switching (W) | total (W)
Sequential | 0.000826 | 0.0000249 | 0.000851
Clock | 0.000429 | 0.000272 | 0.000701
Combinational | 0.0000993 | 0.0000870 | 0.000186
Total | 0.00135 | 0.000384 | 0.00174
[routing by layer]
layer	part of all wire (%)	GRT usage [%]	wire length, um	vias to the layer above
met5	0	0	0	-
met4	1.4	4.03	252	0
met3	13	15.9	2320	16
met2	45	40.5	7990	318
met1	40	45.7	7060	2338
li1	-	-	-	2274
[sequential cells by signal, summed over array words and instances, names as in the netlist]
name,cells
state,4
mem,128
if_int,1
[final cells by class]
class / instances / area share (%)
Sequential cell: 133 / 47.5
Timing Repair Buffer: 85 / 9.65
Tap cell: 176 / 2.65
Clock buffer: 23 / 5.40
Multi-Input combinational cell: 395 / 33.4
Inverter: 15 / 0.678
Clock inverter: 8 / 0.723
[worst max-delay path by stage]
| stage | cells past startpoint | endpoint | slack, ns |
|---|---|---|---|
| after global routing | 4 | dataOut[23] | 2.81 |
| final | 4 | dataOut[14] | 2.93 |
| after CTS | 4 | dataOut[14] | 2.89 |
[cells in the final DEF, fill, tap and decap left out, drive strengths merged, types with 14 or more instances in the layout]
cell / synthesis / final
inv: 15 / 15
mux4: 32 / 32
a21oi: 42 / 42
clkbuf: 31 / 23
nor3: 15 / 15
xnor2: 14 / 14
nand2: 34 / 34
nor2: 109 / 109
clkdlybuf4s50: 0 / 67
edfxtp: 128 / 128
buf: 8 / 18
conb: 1 / 28
[worst min-delay path: cells and delay by family (launching register included)]
family | cells | cell delay (ns)
flops | 1 | 0.30
simple gates | 1 | 0.06
compound gates | 1 | 0.05
No activity file was given, so power comes from the tool's default toggle rates.
