`constraint.sdc`:
```
current_design ext

set clk_period 1.6
set clk_io_pct 0.2

create_clock -name clk0 -period $clk_period

set non_clock_inputs [all_inputs -no_clocks]
set_input_delay [expr $clk_period * $clk_io_pct] -clock clk0 $non_clock_inputs
set_output_delay [expr $clk_period * $clk_io_pct] -clock clk0 [all_outputs]
```
`config.mk`:
```
export PLATFORM = sky130hd
export DESIGN_NAME = ext
export DESIGN_NICKNAME = ext
export VERILOG_FILES = /design/flow/design.v
export SDC_FILE = /design/flow/constraint.sdc
export NUM_CORES = 4
export LEC_CHECK = 1
export CORE_AREA = 10 10 70 70
export DIE_AREA = 0 0 80 80
```
`run.sh`:
```
#!/bin/bash
# OpenROAD 26Q1-2900-gdf79404cd8, Yosys 0.63+post, stock flow scripts
make -C /OpenROAD-flow-scripts/flow DESIGN_CONFIG=/design/flow/config.mk WORK_HOME=/design/flow/orfs finish
```
`design.v`:
```
`timescale 1ns / 1ps
module ext(
    input [15:0] imm,
    input [1:0] EOp,
    output [31:0] ext
    );
assign ext= (EOp == 2'b00) ? {{16{imm[15]}},imm} :
            (EOp == 2'b01) ? {{16{0}},imm} :
            (EOp == 2'b10) ? {imm,{16{0}}} :
            {{16{imm[15]}},imm}<<2;
endmodule
```
==> flow_summary.toml <==
# implementation run metrics
[route]
routed_via_density = 3.500
avgRoutedWirePerCell_um = 12.66
drt_iter0_markers = 10
diodes = 0
ant_nets = 0
drc = 0
wl_um = 1620
num_vias = 448
drt_first_pass_iters = 3

[global_routing]
grt_pass1_vias = 474
grt_overflow = 0
antenna_found_initial = 0
grt_use_total_pct = 3.833
grt_max_degree = 14
grt_pass1_wl_um = 2070

[final_layout]
lay_top_cells = "dlygate4sd2_1 (40), a22o_1 (15), buf_4 (6)"
fill_cells = 386
final_util_pct = 24.69
nClkBuffers = 0
seqCellArea_um2 = 0
area_growth_pct = 178.5
ff_count = 0
layout_top_cell = "dlygate4sd2_1"
drive_above_1_share_pct = 20.73

[logic_synthesis]
syn_area_um2 = 302.8
synth_cells = 38
syn_area_per_cell_um2 = 7.968
ys_seq_share_pct = 0
ys_area_um2 = 302.8
yosys_warnings = 0
ys_cells = 38
ys_types = 9

[critical_path]
path_buffers = 4
crit_required_ns = 1.28
worst_setup_path_start_kind = "input pin"
path_class = "input pin to output port"
endpoint_kind = "output port"
path_cells = "buf_4 -> and2_4 -> buf_8 -> buf_6 -> a22o_1 -> clkdlybuf4s15_1"
cpPeakStageDelay_ns = 0.19
critPathTopFamily = "buffers and inverters"
crit_start = "EOp[0]"
cp_num_cells = 6
critPathMaxFanout = 7
cp_slowest_cell = "a22o_1"
cp.arrival_ns = 1.23

[die]
core-area_mm2 = 0.003416
die_area_mm2 = 0.006400
fp_util_pct = 8.864
die_h_um = 80
top_level_ports = 50
dieWidth_um = 80
rows = 21

[power]
clkPwrFrac_pct = 0
p_comb_share_pct = 100.0
netSwitchingPower_uw = 56.70
p_seq_share_pct = 0
peakVddDrop_mv = 0.05583
p_int_uw = 139.9
power.leakage_uw = 0.0004424
sw_frac_of_total_pct = 28.84
power_density_mw_per_mm2 = 233.1

[run_status]
status = "completed"

[run]
maxCapViolations = 0
warnings = 32

[timing]
relSlewSlack_pct = 91.07
setup_ws_ns = 0.05121
rsz0062_at_grt = "no"
finalCritPeriodShare_pct = 96.80
setup_violations = 0
worstMarginPinSlew_ns = 0.1339
slew_viol_final = 0
period_needed_ns = 1.549
fmax_mhz = 645.7
hold_violations = 0

[min_path]
hold_path_depth = 3
worst_hold_startpoint = "imm[7]"
min_path_type = "input pin to output port"

[placement]
port_buffers = 50
dp_hpwl_um = 1282
dp_slack_ns = -0.5556
gp_congestion = 0.7453

[cts]
cts_hold_buf = 0
-- through the flow --
| step | TNS (ns) | power, µW | instances | hold slack, ns | area [µm²] |
|---|---|---|---|---|---|
| 5_1_grt | 0 | 214.0 | 128 | 1.185 | 843.3 |
| 3_5_place_dp | -16.57 | 216.6 | 122 | 1.629 | 790.8 |
| 3_3_place_gp | -16.51 | 216.0 | 122 | 1.621 | 790.8 |
| 6_report | 0 | 196.6 | 128 | 1.158 | 843.3 |
| 4_1_cts | 0 | 192.6 | 127 | 1.164 | 813.3 |
| 2_1_floorplan | 0 | 68.06 | 38 | 0.7105 | 302.8 |
-- Yosys cell counts --
cell type | instances | area [µm²]
inv_1 | 1 | 3.750
buf_2 | 1 | 5.000
buf_4 | 14 | 105.1
and2_4 | 1 | 8.760
nor2_1 | 1 | 3.750
a22o_1 | 15 | 131.4
and2b_1 | 2 | 15.01
buf_6 | 2 | 22.52
o21a_1 | 1 | 7.510
-- routing by layer --
layer / GRT usage (%) / vias up / wire [µm]
met4: 0 / 0 / 0
met1: 4.285 / 191 / 660
met2: 5.859 / 40 / 603
met3: 3.182 / 0 / 356
li1: - / 217 / -
met5: 0 / - / 0
-- power groups by stage --
stage | clock (µW) | combinational (µW) | sequential, µW
final | 0 | 197 | 0
after global routing | 0 | 214 | 0
after CTS | 0 | 193 | 0
-- kinds of logic after synthesis --
group / Yosys count / share of synthesized area, %
AND-OR/OR-AND: 16 / 45.87
buffers and inverters: 18 / 45.04
AND/OR/NAND/NOR: 4 / 9.089
-- cell type report --
cell class	count	area (µm²)	share of cell area (%)
multi-input combinational	20	181.4	21.51
inverter	1	7.507	0.8902
tap	46	57.56	6.825
timing repair inverter	1	7.507	0.8902
timing repair buffer	60	589.3	69.88
-- what timing repair did --
| item | 4_1_cts | 5_1_grt |
|---|---|---|
| buffers inserted | 4 | 0 |
| resized | 66 | 3 |
| cloned | 2 | 1 |
| pin swaps | 8 | 1 |
| endpoints found under the setup margin | 32 | 2 |
-- worst paths after layout --
path	slack (ns)	endpoint
max	0.05	ext[5]
min	1.16	ext[7]
No activity file was given, so power comes from the tool's default toggle rates.
